==> /design/flow/design.v <==
module mem(clk, MEMWr, address, din, STOREwhb, dout);
    input          clk;
    input          MEMWr;
    input  [8:0]   address;      
    input  [31:0]  din;
    input  [1:0]   STOREwhb;     
    output [31:0]  dout;
    reg  [31:0] dmem[127:0];
    reg  [31:0] tempreg;         
    wire [8:2]  addr;            
    wire [31:0] addrByte;        
    assign addr = address[8:2];
    assign addrByte = addr<<2;
    assign dout = dmem[addrByte[8:2]];
    always @(posedge clk)
        if (MEMWr) begin
            tempreg = dmem[addrByte[8:2]][31:0];
            case (STOREwhb)
                2'b00:   tempreg = din;
                2'b01:   tempreg[16*address[1] + 15 -: 16] = din[15:0];
                2'b10:   tempreg[8*address[1:0] + 7 -:  8] = din[7:0];
            endcase
            dmem[addrByte[8:2]][31:0] = tempreg[31:0];
        end
endmodule    
==> /design/flow/run.sh <==
#!/bin/bash
# OpenROAD 26Q1-2900-gdf79404cd8, Yosys 0.63+post, stock flow scripts
make -C /OpenROAD-flow-scripts/flow DESIGN_CONFIG=/design/flow/config.mk WORK_HOME=/design/flow/orfs finish
==> /design/flow/config.mk <==
export PLATFORM = sky130hd
export DESIGN_NAME = mem
export DESIGN_NICKNAME = mem
export VERILOG_FILES = /design/flow/design.v
export SDC_FILE = /design/flow/constraint.sdc
export NUM_CORES = 4
export LEC_CHECK = 1
export CORE_UTILIZATION = 30
==> /design/flow/constraint.sdc <==
current_design mem

set clk_period 64.2
set clk_io_pct 0.2

create_clock -name clk0 -period $clk_period [get_ports {clk}]

set non_clock_inputs [all_inputs -no_clocks]
set_input_delay [expr $clk_period * $clk_io_pct] -clock clk0 $non_clock_inputs
set_output_delay [expr $clk_period * $clk_io_pct] -clock clk0 [all_outputs]
==> impl_metrics.json <==
{
  "status": "finished with violations",
  "violations": "max-capacitance violations, max-slew violations",
  "p_leak_uw": 0.0574,
  "numSynthFlops": 4096,
  "grt_setup_unrepaired": "false",
  "hp-class": "reg -> reg",
  "cts_hold_buf": 0,
  "ios": 77,
  "p_total_uw": 5930,
  "cp_slowest_cell": "nor3_1",
  "setup_slack_ns": 31.86,
  "worstSetupPathType": "in -> out",
  "drv_slew": 2,
  "ys.flop_type": "edfxtp_1",
  "postCtsSetupBuffers": 0,
  "yosys_area_sq_um": 160000,
  "drcViolationCount": 0,
  "htreeDepth": 5,
  "irDropWorstVdd_mv": 0.0235,
  "fmax_mhz": 30.9,
  "startpoint_type": "input pin",
  "fin_crit_sh": 0.504,
  "warnings": 30,
  "yosysWarnings": 1,
  "reg2reg_from": "dmem[54][26]",
  "via_count": 98909,
  "setup.worst_path.end": "dout[12]",
  "fp_util": 0.301,
  "reg2reg_slack_ns": 58.70,
  "core-area_sq_um": 532000,
  "fin_skew_ns": 0.0822,
  "regArea_sq_um": 123000,
  "path_max_fanout": 58,
  "cts_num_sinks": 4096,
  "min_path_cells": 4,
  "drtIter0Drc": 9193,
  "worst_pin_slew_ns": 1.72,
  "worst_path_most_repeated_cell": "buf_4",
  "clock_path_buffers": 4,
  "first_pass_iters": 6,
  "post-route-min-period_ns": 32.34,
  "grt_pass1_vias": 100776,
  "cp-startpoint": "address[3]",
  "die_y_um": 733,
  "cpPeakStageDelay_ns": 1.03,
  "r2r_cells": 11,
  "power_density_nw_per_um2": 32.1,
  "path_cells": "buf_8 -> buf_4 -> buf_4 -> nor2_4 -> buf_4 -> buf_4 -> buf_4 -> a221oi_1 -> nor4_1 -> o22a_1 -> a2111oi_0 -> buf_4 -> nor3_1 -> nor3_1 -> buf_4 -> inv_1 -> clkdlybuf4s50_1",
  "cts_buffers": 417,
  "place_congestion": 1.03,
  "whs_ns": 1.53,
  "crit_arrival_ns": 19.50,
  "final_util": 0.347,
  "cts_resized": 0,
  "critical_path_cell_count": 17,
  "grt_max_degree": 89,
  "gr-usage-all-layers": 0.235,
  "antenna_found_initial": 48,
  "ys_cells": 9363,
  "postSynthSeqShare": 0.768,
  "num-fill-cells": 49080,
  "avgRoutedWirePerCell_um": 35.3,
  "postRouteAntennaNets": 0,
  "layout_top_cell": "edfxtp_1",
  "crit_family": "buffers and inverters",
  "cts_root_buffer": "clkbuf_16",
  "drt-total-wl_mm": 603,
  "cap_viol_max_count": 1,
  "num_rows": 268,
  "final-setup-viol-count": 0,
  "fin_setup_tns_ns": 0,
  "drive_gt1_frac": 0.168,
  "r2r_end": "dmem[125][26]",
  "grt_pass1_wl_mm": 822,
  "detailedPlace.worstSlack_ns": 32.16,
  "vias_per_cell": 5.79,
  "post-dp-hpwl_mm": 351,
  "area_growth_pct": 15.4,
  "largest_reg_flops": 4096,
  "cp_data_required_time_ns": 51.36,
  "lay_top_cells": "edfxtp_1, a221oi_1, a21oi_1",
  "synth_area_sq_um": 160000,
  "dieArea_sq_um": 537000,
  "endpoint_kind": "output pin",
  "clkTransAtPathRegs_ns": 0.06,
  "yosysUniqueCellTypes": 90,
  "synth.avg_cell_area_sq_um": 17.1,
  "die_w_um": 733,
  "cts_tree": "yes",
  "hold_violations": 0,
  "io_buffers": 76,
  "combGateArea_sq_um": 34800,
  "async_flop_share": 0,
  "edf_count": 4096,
  "syn_inst": 9363,
  "critical_path_buf_inv_count": 10,
  "grt.overflow.total": 0,
  "clk_latency_ns": 1.02,
  "relSlewSlack": -0.157
}
-- routing by layer --
metal,GRT usage,wire [um],vias up
met2,0.319,255000,8850
met4,0.133,44000,92
li1,-,-,39499
met5,0.0806,5390,-
met1,0.224,172000,48649
met3,0.221,126000,1819
-- worst register-to-register path, delay by kind of cell (launching register included) --
family	cells	cell delay [ns]
AND-OR/OR-AND	4	1.94
AND/OR/NAND/NOR	3	1.28
buffers and inverters	3	1.44
flip-flops	1	0.32
multiplexers	1	0.17
-- through the flow --
| step | instances | cell area (sq um) |
|---|---|---|
| finish | 17071 | 185000 |
| global route | 17032 | 185000 |
| CTS | 17011 | 185000 |
| detailed placement | 16257 | 172000 |
| global placement | 16254 | 172000 |
| floorplan | 9363 | 160000 |
-- power breakdown --
part           leakage, uW  internal (uW)  total, uW  switching (uW)
sequential          0.0369           3050       3050            1.42
combinational       0.0142            115        551             436
clock              0.00631           1300       2330            1030
-- worst min path at each step --
stage | start | to | slack (ns)
6_report | dmem[81][8] | dmem[29][8] | 1.53
5_1_grt | dmem[81][8] | dmem[127][8] | 1.55
4_1_cts | dmem[81][8] | dmem[29][8] | 1.47
-- logic make-up after synthesis --
logic type | synth area share
mux | 0.0518
fa+ha+maj | 0.000390
flops | 0.768
simple gates | 0.0283
compound gates | 0.127
buf+inv | 0.0246
-- Yosys cell counts (all sizes together), types with 16 or more instances --
cell     number  area (sq um)
a211oi       34           260
a21bo        41           410
a21o         21           158
a21oi       543          2720
a221o       120          1200
a221oi      613          5390
a222oi       57           571
a22o         93           815
a22oi       290          2180
a311oi       19           166
a31oi        54           338
and2         33           206
and3         18           113
and3b        27           236
buf         535          3070
clkbuf      207           778
edfxtp     4096        123000
inv          25          93.8
mux2        197          2220
mux2i       375          3750
mux4        103          2320
nand2       408          1530
nand3        35           175
nor2        391          1480
nor2b        30           188
nor3         36           180
o211ai       52           390
o21ai       350          1750
o221a        23           259
o221ai       72           631
o22a         36           315
o22ai       150           938
o2bb2ai      46           403
o311ai       16           140
-- area by class of cell --
| type | instances | area share |
|---|---|---|
| Sequential cell | 4096 | 0.666 |
| Multi-Input combinational cell | 4499 | 0.188 |
| Clock inverter | 241 | 0.0109 |
| Clock buffer | 513 | 0.0590 |
| Timing Repair Buffer | 616 | 0.0273 |
| Inverter | 26 | 0.000691 |
| Antenna cell | 60 | 0.000812 |
| Tap cell | 7020 | 0.0475 |
Power is estimated from default activity; no workload was simulated.
