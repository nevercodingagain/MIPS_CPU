==> design.v <==
module dm(clk, DMWr, address, din, STOREwhb, dout);
    input          clk;
    input          DMWr;
    input  [8:0]   address;      
    input  [31:0]  din;
    input  [1:0]   STOREwhb;     
    output [31:0]  dout;
    reg    [31:0] dmem[127:0];   
    reg    [31:0] tempreg;       
    wire   [8:2]  addr;          
    wire   [31:0] addrByte;      
    assign addr = address[8:2];
    assign addrByte = addr << 2;  
    assign dout = dmem[addrByte[8:2]];  
    always @(posedge clk)
        if (DMWr) begin
            tempreg = dmem[addrByte[8:2]][31:0];
            case (STOREwhb)
                2'b00:   tempreg = din;
                2'b01:   tempreg[16*address[1] + 15 -: 16] = din[15:0];
                2'b10:   tempreg[8*address[1:0] + 7 -:  8] = din[7:0];
            endcase
            dmem[addrByte[8:2]][31:0] = tempreg[31:0];
        end
endmodule    
==> run.sh <==
#!/bin/bash
# OpenROAD 26Q1-2900-gdf79404cd8, Yosys 0.63+post, stock flow scripts
make -C /OpenROAD-flow-scripts/flow DESIGN_CONFIG=/design/flow/config.mk WORK_HOME=/design/flow/orfs finish
==> config.mk <==
export PLATFORM = sky130hd
export DESIGN_NAME = dm
export DESIGN_NICKNAME = dm
export VERILOG_FILES = /design/flow/design.v
export SDC_FILE = /design/flow/constraint.sdc
export NUM_CORES = 4
export LEC_CHECK = 1
export CORE_UTILIZATION = 50
==> constraint.sdc <==
current_design dm

set clk_period 64.2
set clk_io_pct 0.2

create_clock -name clk0 -period $clk_period [get_ports {clk}]

set non_clock_inputs [all_inputs -no_clocks]
set_input_delay [expr $clk_period * $clk_io_pct] -clock clk0 $non_clock_inputs
set_output_delay [expr $clk_period * $clk_io_pct] -clock clk0 [all_outputs]
==> impl_metrics.toml <==
# generated from flow reports
[run_status]
status = "finished, final reports clean"

[critical_path]
r2r_end = "dmem[36][5]$_DFFE_PP_"
worstReg2RegStart = "dmem[117][5]$_DFFE_PP_"
reg2regPathDepth = 11
crit_type = "input pin to output pin"
worst_setup_path_end_kind = "output pin"
cp.arrival_ps = 19310
critPathMaxFanout = 41
cp.required_ps = 51360
r2r_setup_slack_ps = 59000
cp-start-kind = "input pin"

[logic_synthesis]
synthTopCellsByCount = "4096 x edfxtp_1, 610 x a221oi_1, 543 x a21oi_1, 407 x nand2_1, 389 x nor2_1"
syn_inst = 9363
ys_cells = 9363
avgSynthCellArea_um2 = 17.1
synth_cell_types = 90
ys_area_um2 = 160000
edf_count = 4096
syn_area_um2 = 160000
synth_dominant_cell_count = "edfxtp_1"
synth_top_area_share_pct = 76.8
seq_area_frac_synth_pct = 76.8
ys.warnings.count = 1
yosysTopAreaCell = "edfxtp_1"
topCellsByArea = "edfxtp_1 77%, a221oi_1 3.3%, mux2i_1 2.3%"
synthArstFlopShare_pct = 0
ys.flop_type = "edfxtp_1"
ys_ff = 4096

[timing]
rsz0062_at_grt = "no"
holdWs_ps = 1540
fin_crit_sh_pct = 50.1
hold_violations = 0
finalSetupViolations = 0
slew_violations = 0
tns_ps = 0
fin_crit_ps = 32150
clock_skew_ps = 55.9
worst_pin_slew_ps = 1470
maxSlewHeadroom_pct = 2.21
fmax_mhz = 31.1

[power_and_ir_drop]
powerDensity_nw_per_um2 = 32.7
total_power_mw = 5.93
power_leakage_nw = 57.5
vdd_ir_drop_max_v = 0.0000237

[job]
maxCapViolations = 0
warnings = 38

[clock_network]
clock_path_buffers = 4
cts_root_buffer = "clkbuf_16"
cts.sinks = 4096
post-cts-setup-buffer-count = 0
cts.htree.levels = 5
cts-resized-gates = 0
insertion_delay_ps = 1000
clkTransAtPathRegs_ps = 60
cts_hold_buffers = 0
cts_tree = "built"
numCtsBuffers = 419

[grt]
grt-ovfl-total = 0
grt_pass1_vias = 103000
grt_max_degree = 129
grt_pass1_wl_um = 802000
met2_usage_pct = 52.4
antenna_found_initial = 34
track_usage_pct = 40.5
use_met3_pct = 38.4
top_usage_layer = "met2"
use_met1_pct = 43.5

[die]
rows = 207
fp.dieW_um = 568
fp_util_pct = 50.3
ios = 77
core-area_um2 = 318000
die-area_um2 = 323000
die_y_um = 568

[detailed_routing]
drc = 0
ant_nets = 0
wirelength_um = 581000
num_vias = 98300
post_drt_wl_per_cell_um = 40.9
first_pass_iters = 6
drt_iter0_markers = 8879
viasPerCell = 6.92

[min_path]
worstHoldPathCells = 7
hold_end = "dmem[85][13]$_DFFE_PP_"
hold_path_class = "flop to flop"
hp-start = "dmem[65][13]$_DFFE_PP_"

[final_layout]
seq_area_um2 = 123000
mi_logic_area_um2 = 34800
n_fill_cell = 23000
layout-drive-gt1-share_pct = 16.9
largest_register_ffs = 4096
areaGrowthSynthToFinish_pct = 13.2

[placement]
dpl.hpwl_um = 331000
routabilityCongestion = 0.995
portBuffers = 76
area by class of cell:
type	count	share of cell area (%)
diodes	32	0.0442
flip-flops and latches	4096	67.8
repair buffers	614	2.74
inverters	26	0.0704
well taps	4180	2.88
clock inverters	250	1.24
multi-input cells	4499	19.2
clock buffers	512	6.02
metal layers:
layer	up-vias	wire length [um]
li1	39400	-
met1	47900	162000
met2	9266	248000
met3	1585	129000
met4	106	38400
met5	-	3840
per-stage QoR:
| step | cell area, um2 | setup WS [ps] | cells | util (%) |
|---|---|---|---|---|
| floorplan | 160000 | 36490 | 9363 | - |
| global placement | 168000 | 32100 | 13400 | 52.8 |
| detailed placement | 168000 | 32220 | 13400 | 52.8 |
| CTS | 181000 | 32220 | 14200 | 56.9 |
| global route | 181000 | 31840 | 14200 | 57.0 |
| finish | 181000 | 32050 | 14200 | 57.0 |
report_power, final:
part	switching [mW]	total, mW	internal [mW]
Clock	1.02	2.36	1.33
Sequential	0.00145	3.05	3.05
Combinational	0.414	0.529	0.115
Total	1.44	5.93	4.50
worst max-delay path, cell delays in order:
cell and delay [ps]:
buf_8 200, buf_4 400, buf_4 460, buf_4 620
buf_4 680, buf_4 490, buf_4 510, mux4_2 330
nor2_1 40, o21ai_0 150, a21boi_0 1110, buf_4 250
mux4_2 220, a22o_1 270, clkdlybuf4s50_1 530
worst max path at each step:
stage               from  slack (ps)  endpoint
global route  address[4]       31840  dout[22]
CTS           address[2]       32220  dout[20]
finish        address[2]       32050  dout[20]
cell usage in the layout, fill, tap and decap left out, types with 46 or more instances in the layout:
cell type,instances
edfxtp_1,4096
a221oi_1,609
a21oi_1,541
buf_4,526
clkbuf_16,423
nand2_1,396
mux2i_1,375
o21ai_0,342
a22oi_1,288
nor2_1,258
mux2_2,196
o22ai_1,150
nor2_4,132
a221o_1,118
clkinv_1,111
mux4_2,103
a22o_1,93
clkbuf_1,89
clkinv_2,76
o221ai_1,72
clkdlybuf4s50_1,68
a222oi_1,57
o211ai_1,52
a31oi_1,50
o2bb2ai_1,46
cells by family after synthesis:
logic type / after synthesis / share of synthesized area, %
multiplexers: 675 / 5.18
AND-OR/OR-AND: 2780 / 12.7
AND/OR/NAND/NOR: 1039 / 2.83
adder cells (fa/ha/maj): 5 / 0.0390
flip-flops: 4096 / 76.8
buffers and inverters: 768 / 2.46
