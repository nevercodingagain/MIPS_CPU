==> flow/design.v <==
module RF(  input         clk, 
            input         rst,
            input         RFWr, 
            input  [4:0]  A1, A2, A3, 
            input  [31:0] WD, 
            input  [2:0]  WRITEwhb,      
            input  [31:0] memaddr,       
            output [31:0] RD1, RD2,
            input  [4:0]  reg_sel,
            output [31:0] reg_data);
    reg [31:0] rf[31:0];
    reg [31:0] WD_SEL;
    integer i;
    initial 
        WD_SEL = 0;
    always @(posedge clk, posedge rst)
        if (rst) begin     
        for (i=1; i<32; i=i+1)
            rf[i] <= 0;  
        end
        else 
        if (RFWr) begin
            case( WRITEwhb )
                3'b000: WD_SEL = WD;
                3'b001: WD_SEL = {{16{WD[16*memaddr[1]+15]}}, WD[16*memaddr[1]+15 -: 16]};
                3'b010:WD_SEL = {{16{1'b0}}, WD[16*memaddr[1]+15 -: 16]};
                3'b011: WD_SEL = {{24{WD[8*memaddr[1:0]+7]}}, WD[8*memaddr[1:0]+7 -: 8]};
                3'b100:WD_SEL = {{24{1'b0}}, WD[8*memaddr[1:0]+7 -: 8]};
                default: WD_SEL = WD;
            endcase
            rf[A3] <= WD_SEL;
        end
    assign RD1 = (A1 != 0) ? rf[A1] : 0;
    assign RD2 = (A2 != 0) ? rf[A2] : 0;
    assign reg_data = (reg_sel != 0) ? rf[reg_sel] : 0; 
endmodule 
==> flow/run.sh <==
#!/bin/bash
# OpenROAD 26Q1-2900-gdf79404cd8, Yosys 0.63+post, stock flow scripts
make -C /OpenROAD-flow-scripts/flow DESIGN_CONFIG=/design/flow/config.mk WORK_HOME=/design/flow/orfs finish
==> flow/config.mk <==
export PLATFORM = sky130hd
export DESIGN_NAME = RF
export DESIGN_NICKNAME = RF
export VERILOG_FILES = /design/flow/design.v
export SDC_FILE = /design/flow/constraint.sdc
export NUM_CORES = 4
export LEC_CHECK = 1
export CORE_UTILIZATION = 40
==> flow/constraint.sdc <==
current_design RF

set clk_period 5.9
set clk_io_pct 0.2

create_clock -name clk0 -period $clk_period [get_ports {clk}]

set non_clock_inputs [all_inputs -no_clocks]
set_input_delay [expr $clk_period * $clk_io_pct] -clock clk0 $non_clock_inputs
set_output_delay [expr $clk_period * $clk_io_pct] -clock clk0 [all_outputs]
==> impl_metrics.py <==
# Flow results
metrics = {
    "run_status": {
        "status": "finished with violations",
        "violations": "negative setup slack",
    },
    "grt": {
        "grt_start_max_net_pins": 114,
        "grt_pass1_wl_um": 586000,
        "global_route.usage.total_pct": 67.2,
        "first_global_vias": 61758,
        "antenna_found_initial": 70,
        "global_route.overflow_total": 0,
    },
    "clock_network": {
        "count_of_buffers_added_by_post_cts_timing_repair_for_setup": 0,
        "post_cts_resize_count": 0,
        "cts_htree_levels": 3,
        "clk-insertion-delay-late_ns": 0.78,
        "tritoncts_clock_tree": "yes",
        "cts.clk_slew.worst_paths_ns": 0.07,
        "buffer_cell_driving_the_clock_tree_root": "sky130_fd_sc_hd__clkbuf_16",
        "max-clock-path-buffers": 3,
        "postCtsHoldBufs": 0,
        "cts.sinks": 992,
        "cts_inserted_buffers": 112,
    },
    "critical_path": {
        "cp.required_ns": 4.72,
        "worstRegToRegCells": 2,
        "endpoint_kind": "output pin",
        "timing.critical_path.arrival_ns": 4.80,
        "crit_path_max_fanout": 16,
        "crit_path_start_kind": "input pin",
        "criticalPathCategory": "in -> out",
    },
    "routing": {
        "detail_route.first_pass.iterations": 13,
        "avgViaCountPerCell": 7.94,
        "routed_wl_um": 451000,
        "detail_route.drc_violations": 0,
        "drtAntennaViolNets": 0,
        "initialDrtViolationCount": 10968,
        "via_count": 67927,
        "drt_wl_cell_um": 52.8,
    },
    "final_layout": {
        "largest_register_ffs": 992,
        "largest_register": "rf",
        "lay_top_cells": "sky130_fd_sc_hd__dfrtp_1 (992), sky130_fd_sc_hd__a22oi_1 (964), sky130_fd_sc_hd__nand2_1 (734)",
        "layout.cells.most_common": "sky130_fd_sc_hd__dfrtp_1",
        "synthToLayoutAreaGrowth_pct": 21.9,
        "top_regs": "rf x992",
        "post_route_cells_drive_above_1_share_pct": 15.5,
        "fillerInstances": 12505,
        "post_layout_nonfiller_instances": 8555,
    },
    "synthesis": {
        "synthDistinctLibCells": 72,
        "post_synth_ao_oa_area_fraction_pct": 29.8,
        "yosys_warnings": 2,
        "synthMuxAreaShare_pct": 3.66,
        "syn_avg_cell_area_um2": 8.70,
        "synthTopLogicFamily": "AND-OR/OR-AND gates",
        "synthAdderAreaFrac_pct": 0,
        "xor_share_pct": 0.0319,
        "post_synth_arst_share_pct": 100,
        "ys_area_mm2": 0.0549,
        "synthFlopType": "sky130_fd_sc_hd__dfrtp_1",
        "enable_flop_cells": 0,
        "sequential_area_share_after_synthesis_pct": 45.2,
        "synth.yosys.num_cells": 6312,
        "postSynthCellCount": 6312,
        "synth.cell_area_mm2": 0.0549,
        "postSynthRegisterBits": 992,
        "yosys.area_share.simple_pct": 16.3,
    },
    "job": {
        "cap_viol_max_count": 0,
        "log.warning_count": 66,
    },
    "worst_hold_path": {
        "whs_path_depth": 2,
        "hp-class": "reg -> reg",
    },
    "sta": {
        "worst_slew_pin_slew_ns": 1.41,
        "setup_viol": 5,
        "slew_violations": 0,
        "timing.fmax_ghz": 0.167,
        "final_hold_violation_count": 0,
        "max-slew-margin-rel_pct": 5.61,
        "grt_setup_unrepaired": "false",
        "fin_crit_sh_pct": 101,
        "finalWorstPathRequiredPeriod_ns": 5.98,
        "setup_skew_after_layout_ns": 0,
        "setup_slack_ns": -0.0803,
    },
    "power_and_ir_drop": {
        "worst_case_vdd_ir_drop_v": 0.000300,
        "cellLeakagePower_nw": 27.5,
        "power_density_mw_per_mm2": 341,
    },
    "die": {
        "fp-utilization_pct": 40.4,
        "design.core.area_mm2": 0.136,
        "die_w_um": 372,
        "rows": 135,
        "dieHeight_um": 372,
        "die_area_mm2": 0.139,
        "floorplan.io_pins": 186,
    },
    "place": {
        "place_congestion": 1.17,
        "dpl.cell_count": 8235,
        "place_ws_ns": 0.312,
        "port_buffers": 155,
        "place_hpwl_um": 304000,
    },
}
[critical path, cell delays in order]
cell and delay [ns]:
sky130_fd_sc_hd__clkdlybuf4s50_1 0.45, sky130_fd_sc_hd__buf_12 0.17, sky130_fd_sc_hd__or3_1 0.61, sky130_fd_sc_hd__buf_4 0.27
sky130_fd_sc_hd__nor2_4 0.59, sky130_fd_sc_hd__buf_4 0.36, sky130_fd_sc_hd__a22o_1 0.18, sky130_fd_sc_hd__a221oi_1 0.05
sky130_fd_sc_hd__nand4_1 0.31, sky130_fd_sc_hd__clkdlybuf4s50_1 0.58
[cell usage after synthesis (all sizes together), types with 24 or more instances]
master  count  area share (%)
mux2i     141             2.6
a221oi    114             1.9
a222oi     37            0.67
dfrtp     992              45
buf       267             2.6
nand4     155             1.8
o21ai     519             4.7
nand2b     24            0.27
nor2      742             5.2
a21oi     618             5.6
nor3       86            0.86
or4        27            0.37
clkbuf    333             2.3
mux2       45            0.92
a22oi     964              13
nand3      95            0.88
nor2b      30            0.34
nand2     752             5.1
a22o       91             1.5
[report_power, final]
group	leakage (nW)	internal [mW]	switching (mW)
clock network	1.91	4.34	3.33
registers	12.5	8.27	2.36
logic	13.1	1.71	2.79
[final cells by class]
type,count,area (µm²),area share [%]
tap,1781,2230,3.33
clock buffer,145,3130,4.68
timing repair buffer,742,7250,10.8
antenna,112,280,0.419
inverter,18,71.3,0.107
sequential,992,24800,37.1
clock inverter,63,821,1.23
multi-input combinational,4702,28300,42.3
[final timing paths]
| path | from | to | slack (ns) |
|---|---|---|---|
| worst max-delay path | A2[3] | RD2[3] | -0.08 |
| worst min-delay path | rf[23][25] | rf[23][25] | 0.54 |
| worst max register to register | rf[11][25] | rf[11][25] | 4.96 |
| worst min register to register | rf[23][25] | rf[23][25] | 0.54 |
| max in group asynchronous | rst | rf[24][5] | 3.41 |
| min in group asynchronous | rst | rf[28][24] | 0.78 |
[metrics by stage]
stage | setup TNS (ns) | utilization [%] | total power, mW | cell area [µm²] | hold slack, ns
global route | 0 | 49.1 | 23.3 | 66700 | 0.563
floorplan | -8874.76 | - | 11.9 | 54900 | 0.481
finish | -0.208 | 49.3 | 22.8 | 66900 | 0.536
global placement | 0 | 46.1 | 14.7 | 62700 | 0.513
CTS | 0 | 49.1 | 22.3 | 66600 | 0.531
detailed placement | 0 | 46.1 | 14.7 | 62700 | 0.517
[cell families (layout without fill, tap and decap cells)]
family | count (synthesis) | count (layout)
flops | 992 | 992
xor+xnor | 2 | 2
mux | 190 | 190
compound gates | 2487 | 2487
simple gates | 2023 | 2023
buf+inv | 618 | 968
other cells | 0 | 112
[per-layer routing]
layer	GRT usage, %	up-vias	wire, µm
met5	22.0	-	2780
met4	55.5	109	51900
met3	56.0	3057	88600
met2	78.1	7711	161000
met1	74.4	32708	147000
li1	-	24342	-
No activity file was given, so power comes from the tool's default toggle rates.
